==> flow/design.v <==
`timescale 1ns / 1ps
module Priority_Logic(
    input clk,
    input reset_n,
    input En,
    input      [3:0] In,
    output reg [3:0] Out
    );
    reg [3:0] out;
    always@(posedge clk,negedge reset_n)
        begin
        if(~reset_n) out <= 'b0;
        else out <= Out;
        end
    always@(In,En)
        begin
            if(~En)
                begin
                    Out = 'b0;
                end    
            else
                begin
                    if(In[0]) Out = 4'b0001;
                    else if(In[1]) Out = 4'b0010;
                    else if(In[2]) Out = 4'b0100;
                    else if(In[3]) Out = 4'b1000;
                    else out = 'b0;
                end
        end
endmodule
`timescale 1ns / 1ps
module Ring_Counter#(parameter N = 4)(
    input clk,
    input reset_n,
    output reg [N-1:0] count
    );
    always@(posedge clk,negedge reset_n)
        begin
            if(~reset_n)
               count <=  {1'b1,{(N-1){1'b0}}};
            else
                count <= {count[0],count[(N-1):1]};   
        end
endmodule
`timescale 1ns / 1ps
module Round_Robin_Arbiter(
    input clk,
    input reset_n,
    input  [3:0] req,
    output [3:0] grant
    );
    wire [3:0] token;
    wire [3:0] prority_out1,prority_out2,prority_out3,prority_out4;
    Ring_Counter RingCounter
    (
    .clk(clk),
    .reset_n(reset_n),
    .count(token)
    );
    Priority_Logic PriorityLogic1(
    .clk(clk),
    .reset_n(reset_n),
    .En(token[3]),
    .In(req),
    .Out(prority_out1)
    );
    Priority_Logic PriorityLogic2(
    .clk(clk),
    .reset_n(reset_n),
    .En(token[2]),
    .In({req[0],req[3],req[2],req[1]}),
    .Out(prority_out2)
    );
    Priority_Logic PriorityLogic3(
    .clk(clk),
    .reset_n(reset_n),
    .En(token[1]),
    .In({req[1],req[0],req[3],req[2]}),  
    .Out(prority_out3)
    );
    Priority_Logic PriorityLogic4(
    .clk(clk),
    .reset_n(reset_n),
    .En(token[0]),
    .In({req[0],req[3],req[2],req[1]}),
    .Out(prority_out4)
    );
    assign grant[0] = prority_out1[0] | prority_out2 [3] | prority_out3[2] | prority_out4[1];
    assign grant[1] = prority_out1[1] | prority_out2 [0] | prority_out3[3] | prority_out4[2];
    assign grant[2] = prority_out1[2] | prority_out2 [1] | prority_out3[0] | prority_out4[3];
    assign grant[3] = prority_out1[3] | prority_out2 [2] | prority_out3[1] | prority_out4[0];            
endmodule
==> flow/run.sh <==
#!/bin/bash
# OpenROAD 26Q1-2900-gdf79404cd8, Yosys 0.63+post, stock flow scripts
make -C /OpenROAD-flow-scripts/flow DESIGN_CONFIG=/design/flow/config.mk WORK_HOME=/design/flow/orfs finish
==> flow/config.mk <==
export PLATFORM = sky130hd
export DESIGN_NAME = Round_Robin_Arbiter
export DESIGN_NICKNAME = Round_Robin_Arbiter
export VERILOG_FILES = /design/flow/design.v
export SDC_FILE = /design/flow/constraint.sdc
export NUM_CORES = 4
export LEC_CHECK = 1
export CORE_AREA = 10 10 70 70
export DIE_AREA = 0 0 80 80
==> flow/constraint.sdc <==
current_design Round_Robin_Arbiter

set clk_period 1.0
set clk_io_pct 0.2

create_clock -name clk0 -period $clk_period [get_ports {clk}]

set non_clock_inputs [all_inputs -no_clocks]
set_input_delay [expr $clk_period * $clk_io_pct] -clock clk0 $non_clock_inputs
set_output_delay [expr $clk_period * $clk_io_pct] -clock clk0 [all_outputs]
==> impl_metrics.xml <==
<?xml version="1.0" encoding="UTF-8"?>
<metrics>
  <group name="global_route">
    <metric name="grt_pass1_wl" unit="um">1876</metric>
    <metric name="track_usage" unit="%">3.559</metric>
    <metric name="grt-ovfl-total" unit="">0</metric>
    <metric name="globalRoute.busiestLayer" unit="">met1</metric>
    <metric name="groute.layer.met3.usage" unit="%">1.250</metric>
    <metric name="number_of_global_route_vias_before_repair" unit="">415</metric>
    <metric name="grt_max_degree" unit="">14</metric>
    <metric name="met2_usage" unit="%">4.896</metric>
    <metric name="antenna_found_initial" unit="">0</metric>
    <metric name="use_met1" unit="%">5.285</metric>
  </group>
  <group name="cells_and_area">
    <metric name="layout.cells.non_filler" unit="">111</metric>
    <metric name="filler_cell_count" unit="">383</metric>
    <metric name="layout-drive-gt1-share" unit="%">15.38</metric>
    <metric name="area_growth" unit="%">31.03</metric>
  </group>
  <group name="cts">
    <metric name="clock_tree.buffer_depth" unit="">2</metric>
    <metric name="hold_buffers" unit="">0</metric>
    <metric name="post-cts-setup-buffer-count" unit="">0</metric>
    <metric name="clock_tree_from_tritoncts" unit="">built</metric>
    <metric name="cts_h_tree_depth" unit="">1</metric>
    <metric name="clk-insertion-delay-late" unit="ns">0.24</metric>
    <metric name="clk_pin_slew" unit="ns">0.04</metric>
    <metric name="ctsRootBufferMaster" unit="">sky130_fd_sc_hd__clkbuf_4</metric>
    <metric name="cts_repair_resize_count" unit="">0</metric>
    <metric name="cts_inserted_buffers" unit="">3</metric>
  </group>
  <group name="floorplanning">
    <metric name="std_cell_rows" unit="">21</metric>
    <metric name="chipHeight" unit="um">80</metric>
    <metric name="pin_count" unit="">10</metric>
    <metric name="floorplan.die_area" unit="um^2">6400</metric>
    <metric name="fp_util" unit="%">15.93</metric>
    <metric name="chipWidth" unit="um">80</metric>
    <metric name="core_area" unit="um^2">3416</metric>
  </group>
  <group name="pwr">
    <metric name="power.total" unit="mW">0.4324</metric>
    <metric name="power_per_cell_area" unit="nW/um^2">606.3</metric>
    <metric name="ir_drop" unit="V">0.0005554</metric>
    <metric name="p_leak" unit="nW">0.3035</metric>
  </group>
  <group name="yosys">
    <metric name="ys_dominant_reg_cell" unit="">sky130_fd_sc_hd__dlxtn_1</metric>
    <metric name="number_of_flops_mapped_to_enable_cells_by_yosys" unit="">0</metric>
    <metric name="top_cells_by_area" unit="">sky130_fd_sc_hd__dlxtn_1 (44%), sky130_fd_sc_hd__dfrtp_1 (14%), sky130_fd_sc_hd__or4_1 (5.5%)</metric>
    <metric name="register_bit_total_from_synthesis" unit="">20</metric>
    <metric name="post_synth_num_cell_types" unit="">18</metric>
    <metric name="per_instance_average_area_after_synthesis" unit="um^2">10.27</metric>
    <metric name="post_synth_instance_area" unit="um^2">544.3</metric>
    <metric name="ys_async_sr_fraction" unit="%">20.00</metric>
    <metric name="top_cells_by_count" unit="">sky130_fd_sc_hd__dlxtn_1 (16), sky130_fd_sc_hd__nor2_1 (5), sky130_fd_sc_hd__nor3_1 (4), sky130_fd_sc_hd__or4_1 (4)</metric>
    <metric name="synth_warnings" unit="">2</metric>
    <metric name="synth_area_leader_cell" unit="">sky130_fd_sc_hd__dlxtn_1</metric>
    <metric name="post-synth-top-count-cell" unit="">sky130_fd_sc_hd__dlxtn_1</metric>
    <metric name="synthCells" unit="">53</metric>
    <metric name="ys_cells" unit="">53</metric>
    <metric name="area_share_of_the_largest_cell_type_after_synthesis" unit="%">44.14</metric>
    <metric name="yosysChipArea" unit="um^2">544.3</metric>
  </group>
  <group name="worst_setup_path">
    <metric name="critPathKind" unit="">reg2reg</metric>
    <metric name="cp.required" unit="ns">1.17</metric>
    <metric name="worst_ep_arrival_time" unit="ns">0.76</metric>
    <metric name="reg2reg_slack" unit="ns">0.42</metric>
    <metric name="cp-start-kind" unit="">register</metric>
    <metric name="destination_of_the_worst_register_to_register_timing_path" unit="">RingCounter.count[2]$_DFF_PN0_</metric>
    <metric name="reg2reg_from" unit="">RingCounter.count[3]$_DFF_PN1_</metric>
    <metric name="timing.critical_path.to_type" unit="">register</metric>
    <metric name="worstPathMaxFanout" unit="">3</metric>
    <metric name="timing.reg2reg.worst_path_depth" unit="">0</metric>
  </group>
  <group name="final_timing">
    <metric name="holdWs" unit="ns">0.1601</metric>
    <metric name="max_freq" unit="MHz">1717</metric>
    <metric name="unclocked_pins" unit="">16</metric>
    <metric name="timing_worst_slew_pin_value" unit="ns">0.6372</metric>
    <metric name="clock_skew" unit="ns">0.003965</metric>
    <metric name="clock_period_minus_worst_slack" unit="ns">0.5824</metric>
    <metric name="slew_headroom" unit="%">57.13</metric>
    <metric name="setup-violations-final" unit="">0</metric>
    <metric name="grt_setup_unrepaired" unit="">false</metric>
    <metric name="setup_tns" unit="ns">0</metric>
    <metric name="min_period_over_period" unit="%">58.24</metric>
    <metric name="hold_violations" unit="">0</metric>
    <metric name="untimed_endpoints" unit="">20</metric>
    <metric name="final_max_slew_viol_count" unit="">0</metric>
  </group>
  <group name="flow_run">
    <metric name="drv.max_cap_violation_count" unit="">0</metric>
    <metric name="openroad.warnings" unit="">25</metric>
  </group>
  <group name="route">
    <metric name="avgViaCountPerCell" unit="">3.784</metric>
    <metric name="first_pass_iters" unit="">4</metric>
    <metric name="diodes" unit="">0</metric>
    <metric name="detail_route.drc_violations" unit="">0</metric>
    <metric name="detail_route.iter0.violations" unit="">14</metric>
    <metric name="detail-route-antenna-nets" unit="">0</metric>
    <metric name="wl_per_cell" unit="um">9.946</metric>
    <metric name="finalWirelength" unit="um">1104</metric>
    <metric name="dr_total_vias" unit="">420</metric>
  </group>
  <group name="run_status">
    <metric name="result_of_the_run" unit="">finished clean</metric>
  </group>
  <group name="place">
    <metric name="weighted_congestion_reported_at_the_end_of_routability_driven_placement" unit="">0.9205</metric>
    <metric name="place.detailed.hpwl" unit="um">894.4</metric>
    <metric name="buffer_ports.inserted" unit="">9</metric>
    <metric name="numPlacedInstances" unit="">107</metric>
  </group>
  <group name="hold_path">
    <metric name="worstHoldPathType" unit="">in2async</metric>
  </group>
</metrics>
cells by family after synthesis:
group / count (synthesis) / synth area share (%)
simple gates: 30 / 34.94
latches: 16 / 44.14
flops: 4 / 18.62
buf+inv: 3 / 2.298
sequential cells by signal (all words and copies together) (netlist names):
signal	flops
PriorityLogic1.Out	4
PriorityLogic2.Out	4
PriorityLogic3.Out	4
PriorityLogic4.Out	4
RingCounter.count	4
cell usage in the layout (no fill, tap or decap):
cell type / instances
sky130_fd_sc_hd__clkbuf_4: 3
sky130_fd_sc_hd__nand2b_2: 2
sky130_fd_sc_hd__nor4_1: 3
sky130_fd_sc_hd__nor3_1: 4
sky130_fd_sc_hd__nor2_1: 5
sky130_fd_sc_hd__nor3_2: 1
sky130_fd_sc_hd__inv_1: 2
sky130_fd_sc_hd__clkbuf_1: 1
sky130_fd_sc_hd__nor3b_1: 1
sky130_fd_sc_hd__dlxtn_1: 16
sky130_fd_sc_hd__or3_4: 1
sky130_fd_sc_hd__or4_1: 4
sky130_fd_sc_hd__dfrtp_1: 3
sky130_fd_sc_hd__nand2b_1: 2
sky130_fd_sc_hd__nand2_1: 1
sky130_fd_sc_hd__and3_1: 2
sky130_fd_sc_hd__and2_2: 2
sky130_fd_sc_hd__clkdlybuf4s50_1: 9
sky130_fd_sc_hd__and2_1: 2
sky130_fd_sc_hd__dfstp_2: 1
worst max-delay path by stage:
stage,startpoint,endpoint,slack [ns],cells after the start
final,RingCounter.count[3]$_DFF_PN1_,RingCounter.count[2]$_DFF_PN0_,0.42,0
after global routing,RingCounter.count[3]$_DFF_PN1_,RingCounter.count[2]$_DFF_PN0_,0.41,0
after CTS,RingCounter.count[3]$_DFF_PN1_,RingCounter.count[2]$_DFF_PN0_,0.41,0
report_power, final:
group          switching (mW)  total, mW  internal (mW)
sequential                  0      0.163          0.163
combinational          0.0265     0.0506         0.0241
clock                  0.0691      0.219          0.150
total                  0.0955      0.432          0.337
stage by stage:
stage | worst slack [ns] | instance area, um^2 | utilization (%)
3_5_place_dp | 0.3520 | 686.9 | 20.11
2_1_floorplan | 0.4276 | 544.3 | -
5_1_grt | 0.4050 | 713.2 | 20.88
4_1_cts | 0.4116 | 713.2 | 20.88
3_3_place_gp | 0.3693 | 686.9 | 20.11
6_report | 0.4176 | 713.2 | 20.88
routing by layer:
| metal | part of all wire [%] | up-vias | wire (um) |
|---|---|---|---|
| li1 | - | 206 | - |
| met1 | 54 | 194 | 594 |
| met2 | 39 | 18 | 429 |
| met3 | 6.1 | 2 | 67 |
| met4 | 1.2 | 0 | 13 |
| met5 | 0 | - | 0 |
cell type report:
type                    count  area, um^2  area share, %
flip-flops and latches     20       341.6          47.89
multi-input cells          30       190.2          26.67
inverters                   2       7.507          1.053
repair buffers              9       90.09          12.63
clock buffers               4       26.28          3.684
well taps                  46       57.56          8.070
Power figures rest on the tool's default switching activity, not on a simulated workload.
